$ cat design/flow/design.v
typedef struct packed {
    reg [7:0] pll_errors;
    reg [7:0] test;
    reg [9:0] frame_counter;
    reg [7:0] pll_status;
    reg [7:0] id_check_high;
    reg [7:0] id_check_low;
    reg [7:0] chip_revision;
    reg [7:0] vic_detected;
    reg [7:0] vic_to_rx;
    reg [7:0] misc_data;
    reg [7:0] cts1_status;
    reg [7:0] cts2_status;
    reg [7:0] cts3_status;
    reg [7:0] max_cts1_status;
    reg [7:0] max_cts2_status;
    reg [7:0] max_cts3_status;
    reg [7:0] summary_cts1_status;
    reg [7:0] summary_cts2_status;
    reg [7:0] summary_cts3_status;
    reg [7:0] summary_summary_cts3_status;
    reg [7:0] restart_count;
    reg [7:0] hdmi_int_count;
    reg [7:0] hdmi_int_processed_count;
    reg [7:0] not_ready_count;
    reg [7:0] resync_count;
} DebugData;
typedef struct packed {
    reg a;            
    reg b;            
    reg x;            
    reg y;            
    reg up;           
    reg down;         
    reg left;         
    reg right;        
    reg start;        
    reg ltrigger;     
    reg rtrigger;     
    reg trigger_osd;  
} ControllerData;
typedef struct packed {
    reg [11:0] horizontal_pixels_per_line;   
    reg [11:0] horizontal_pixels_visible;    
    reg [11:0] horizontal_sync_start;        
    reg [11:0] horizontal_sync_width;        
    reg horizontal_sync_on_polarity;         
    reg [10:0] vertical_lines;               
    reg [10:0] vertical_lines_240p;          
    reg [10:0] vertical_lines_visible;       
    reg [10:0] vertical_sync_start;          
    reg [10:0] vertical_sync_width;          
    reg vertical_sync_on_polarity;           
    reg [9:0] horizontal_offset;             
    reg [9:0] vertical_offset;               
    reg [11:0] horizontal_capture_start;     
    reg [11:0] horizontal_capture_end;       
    reg [10:0] vertical_capture_start;       
    reg [10:0] vertical_capture_end;         
    reg [11:0] osd_bg_offset_x_start;        
    reg [11:0] osd_bg_offset_x_end;          
    reg [10:0] osd_bg_offset_y_start;        
    reg [10:0] osd_bg_offset_y_end;          
    reg [11:0] osd_text_x_start;             
    reg [11:0] osd_text_x_end;               
    reg [10:0] osd_text_y_start;             
    reg [10:0] osd_text_y_end;               
    reg [11:0] text_offset_character_x;      
    reg [10:0] text_offset_character_y;      
    reg [14:0] buffer_line_length;           
    reg [14:0] ram_numwords;                 
    reg pixel_repetition;                    
    reg [7:0] adv_reg_17;                    
    reg [7:0] adv_reg_3b;                    
    reg [7:0] adv_reg_3c;                    
    reg [31:0] startup_delay;                
    reg [31:0] pixel_clock;                  
    reg [31:0] divider;
} HDMIVideoConfig;
typedef struct packed {
    reg [3:0] ICS644_settings_p;
    reg [3:0] ICS644_settings_i;
    reg [9:0] p_horizontal_capture_start;
    reg [9:0] p_horizontal_capture_end;
    reg [9:0] p_vertical_capture_start;
    reg [9:0] p_vertical_capture_end;
    reg [9:0] i_horizontal_capture_start;
    reg [9:0] i_horizontal_capture_end;
    reg [9:0] i_vertical_capture_start;
    reg [9:0] i_vertical_capture_end;
    reg [7:0] buffer_size;          
    reg [14:0] ram_numwords;        
    reg [14:0] trigger_address_p;   
    reg [14:0] trigger_address_i;   
    reg [14:0] buffer_line_length;  
} DCVideoConfig;
typedef struct packed {
    reg[8:0] intensity;  
    reg thickness;       
    reg oddeven;         
    reg active;          
} Scanline;
module maple_in(
    input rst,
    input clk,
    input pin1,
    input pin5,
    input oe,
    output active,
    output start_detected,
    output end_detected,
    input trigger_start,
    input trigger_end,
    output [7:0] fifo_data,
    output data_produce
);
    assign active = active_q;
    assign start_detected = start_detected_q;
    assign end_detected = end_detected_q;
    assign fifo_data = { shiftreg_q, in_p1_old_q };
    assign data_produce = produce;
    reg in_p1_d, in_p1_q;
    reg in_p5_d, in_p5_q;
    reg in_p1_old_d, in_p1_old_q;
    reg in_p5_old_d, in_p5_old_q;
    reg active_d, active_q;
    reg start_detected_d, start_detected_q;
    reg end_detected_d, end_detected_q;
    reg [6:0] shiftreg_d, shiftreg_q;
    reg produce;
    reg p1_edge, p1_value;
    reg p5_edge, p5_value;
    localparam MODE_IDLE = 0;
    localparam MODE_START = 1;
    localparam MODE_PHASE1_PRE = 2;
    localparam MODE_PHASE1 = 3;
    localparam MODE_PHASE2 = 4;
    localparam MODE_END = 5;
    reg [2:0] mode_d, mode_q;
    reg [2:0] cnt_d, cnt_q;
    always @(*) begin
        in_p1_d = pin1;
        in_p5_d = pin5;
        in_p1_old_d = in_p1_q;
        in_p5_old_d = in_p5_q;
        active_d = active_q;
        start_detected_d = start_detected_q;
        end_detected_d = end_detected_q;
        shiftreg_d = shiftreg_q;
        produce = 1'b0;
        p1_value = in_p1_old_q;
        p5_value = in_p5_old_q;
        p1_edge = in_p1_old_q && !in_p1_q;
        p5_edge = in_p5_old_q && !in_p5_q;
        mode_d = MODE_IDLE;
        cnt_d = 3'b0;
        if (trigger_start || trigger_end) begin
            active_d = trigger_start;
            start_detected_d = 1'b0;
            end_detected_d = 1'b0;
        end else if(oe) begin
            start_detected_d = 1'b0;
            end_detected_d = 1'b0;
        end else if(active) begin
            mode_d = mode_q;
            cnt_d = cnt_q;
            case (mode_q)
                MODE_PHASE1, MODE_PHASE1_PRE: begin
                    if (p5_edge && p1_value && cnt_q == 0) begin
                        if (mode_q == MODE_PHASE1_PRE) begin
                            mode_d = MODE_PHASE1;
                        end else begin
                            mode_d = MODE_END;
                        end
                    end else if (p1_edge) begin
                        shiftreg_d = { shiftreg_q[5:0], p5_value };
                        mode_d = MODE_PHASE2;
                    end else if (p5_edge) begin
                    end
                end
            MODE_PHASE2: begin
                if (p5_edge) begin
                        shiftreg_d = { shiftreg_q[5:0], p1_value };
                        mode_d = MODE_PHASE1;
                    if (cnt_q == 3) begin
                        cnt_d = 3'b0;
                        produce = 1'b1;
                    end else begin
                        cnt_d = cnt_q + 1'b1;
                    end
                end else if (p5_edge) begin
                end
            end
            MODE_START: begin
                if (p1_value) begin
                    cnt_d = 3'b0;
                    if (p5_value && cnt_q == 4) begin
                        start_detected_d = 1'b1;
                        mode_d = MODE_PHASE1_PRE;
                    end else begin
                        mode_d = MODE_IDLE;
                    end
                end else if (p5_edge) begin
                    if (cnt_q < 7)
                        cnt_d = cnt_q + 1'b1;
                end
            end
            MODE_END: begin
                if (p5_value) begin
                    cnt_d = 3'b0;
                    mode_d = MODE_IDLE;
                    if (p1_value && cnt_q == 2) begin
                        end_detected_d = 1'b1;
                        active_d = 1'b0;
                    end
                end else if (p1_edge) begin
                    if (cnt_q < 7)
                        cnt_d = cnt_q + 1'b1;
                end
            end
            MODE_IDLE: begin
                if (p1_edge && p5_value) begin
                    mode_d = MODE_START;
                end else if(p5_edge && p1_value) begin
                    mode_d = MODE_END;
                end
            end
            endcase
        end
    end
    always @(posedge clk) begin
        if (rst) begin
            in_p1_q <= 1'b1;
            in_p5_q <= 1'b1;
            in_p1_old_q <= 1'b1;
            in_p5_old_q <= 1'b1;
            start_detected_q <= 1'b0;
            end_detected_q <= 1'b0;
            active_q <= 1'b0;
            shiftreg_q <= 7'b0;
            mode_q <= MODE_IDLE;
            cnt_q <= 3'b0;
        end else begin
            in_p1_q <= in_p1_d;
            in_p5_q <= in_p5_d;
            in_p1_old_q <= in_p1_old_d;
            in_p5_old_q <= in_p5_old_d;
            start_detected_q <= start_detected_d;
            end_detected_q <= end_detected_d;
            active_q <= active_d;
            shiftreg_q <= shiftreg_d;
            mode_q <= mode_d;
            cnt_q <= cnt_d;
        end  
    end  
endmodule  
$ cat design/flow/run.sh
#!/bin/bash
# OpenROAD 26Q1-2900-gdf79404cd8, Yosys 0.63+post, stock flow scripts
make -C /OpenROAD-flow-scripts/flow DESIGN_CONFIG=/design/flow/config.mk WORK_HOME=/design/flow/orfs finish
$ cat design/flow/config.mk
export PLATFORM = sky130hd
export DESIGN_NAME = maple_in
export DESIGN_NICKNAME = maple_in
export VERILOG_FILES = /design/flow/design.v
export SDC_FILE = /design/flow/constraint.sdc
export NUM_CORES = 4
export LEC_CHECK = 1
export CORE_AREA = 10 10 90 90
export DIE_AREA = 0 0 100 100
$ cat design/flow/constraint.sdc
current_design maple_in

set clk_period 3.3
set clk_io_pct 0.2

create_clock -name clk0 -period $clk_period [get_ports {clk}]

set non_clock_inputs [all_inputs -no_clocks]
set_input_delay [expr $clk_period * $clk_io_pct] -clock clk0 $non_clock_inputs
set_output_delay [expr $clk_period * $clk_io_pct] -clock clk0 [all_outputs]
==> results.txt <==
Observations from the implementation run.

Timing:
- The run puts the transition time at the pin with the least slew margin at 0.4060 ns.
- The run puts the final critical-path required period at 2.914 ns.
- For this run, the top clock speed supported by timing is 343.2 MHz.
- The run puts the setup TNS at 0 ns.
- The max-slew check reports its worst relative slack as 72.23%.
- The run puts the worst setup skew after layout at 0.002495 ns.
- Setup repair after global routing left no endpoint under its margin.
- The run puts the number of failing setup endpoints in the final timing report at 0.
- The run puts the portion of the clock cycle consumed by the worst path in the final layout at 88.31%.
- The run puts the number of failing hold endpoints at the final stage at 0.
- The run puts the number of max-slew violations in the final report at 0.

CTS:
- The run puts the number of clock buffers inserted by TritonCTS at 3.
- TritonCTS built the clock tree.
- Clock tree synthesis selected as its root buffer the cell clkbuf_8.
- The run gives the source-to-sink clock delay at the later pin of the worst-skew pair as 0.26 ns.
- The clock passes through at most 2 buffers.
- The number of hold buffers added after CTS was 0.
- The run gives the CTS H-tree depth as 1.
- The run puts the clock-pin slew on the worst setup and hold paths at 0.08 ns.
- The clock net in this run drives a total of 23 sinks.
- Once the clock tree was built, the setup fixing pass inserted 0 buffers.
- Once the clock tree was built, the resizer swapped 0 gates to a different size.

Layout:
- Per the run report, area growth between synthesis and finish was 25.11%.
- The run puts the fill cell total of the finished layout at 680.
- The post-route netlist has 12.08% of its cells at a drive strength greater than 1.
- The register with the most flip-flops in the layout has 7 of them.
- The run gives the register with the most flip-flops as shiftreg_q.
- Cells fill 23.54% of the core in the end.
- The largest registers in the layout are shiftreg_q: 7 flops, mode_q: 6 flops, cnt_q: 3 flops.

Routing:
- The run gives the residual DRC count as 0.
- The run gives the number of DRC markers after the initial detailed-route iteration as 96.
- The run puts the vias per cell at 4.278.
- The run gives the number of optimization iterations in the first detailed-route pass as 4.
- Summed over all layers, the routed wires come to 2743 um.
- The run puts the routed via count at 971.
- The routed design shows a wire length per standard cell of 12.08 um.
- The run puts the remaining antenna violation count after routing at 0.

Setup path:
- In this run the critical register-to-register path is captured at shiftreg_q[0].
- The run puts the biggest fanout along the worst timing path at 5.
- STA classifies the critical path endpoint as an output pin.
- The run gives the data required time of the critical path as 2.64 ns.
- The worst setup path is launched from an input port.
- The critical path is of the in2out type.
- The run puts the reg-to-reg setup timing slack at 1.52 ns.
- STA lists the startpoint of the worst register-to-register path as cnt_q[1].
- The run puts the endpoint arrival time on the critical path at 2.25 ns.
- The run puts the number of cells on the worst reg-to-reg path at 5.

Synthesis:
- By area the synthesized netlist is led by dfxtp_1 (39%), mux2i_1 (6.8%), ha_1 (5.3%), nand2b_1 (4.8%), a21oi_1 (3.4%).
- The run puts the post-synthesis sequential element count at 23.
- Counting the warning lines in the Yosys log gives 1.
- The run gives the total cell area reported by yosys after synthesis as 1181 um^2.
- The run puts the number of synthesized flops with an enable pin at 0.
- The run gives the post-synthesis area per instance as 8.948 um^2.
- For this run, asynchronously set or reset flops after synthesis account for 0%.
- The run puts the post-synthesis cell count from yosys at 132.
- The run gives the area of the mapped netlist as 1181 um^2.
- The run puts the basic-gate share of the synthesized area counting and, or, nand and nor cells at 26.38%.
- Of all cell types, the one taking the most synthesized area is dfxtp_1.
- After synthesis, the netlist uses 43 different library cells.
- The run puts the multiplexer share of the synthesized area at 6.780%.
- The run puts the register area share after synthesis at 38.98%.
- Looking at the cell usage after synthesis, the top flip-flop cell is dfxtp_1.
- The run puts the xor/xnor share of the synthesized area at 0%.
- Summing the areas of all compound-gate instances in the mapped netlist gives 16.95% of the synthesized area.
- The run gives the dominant kind of combinational cell as simple AND/OR/NAND/NOR gates.
- In this run, the synthesized area fraction spent on adder and majority cells is recorded as 5.297%.
- The run puts the top cell type's share of synthesized area at 38.98%.
- The run puts the synthesized instance count at 132.

Worst hold path:
- The most critical min-delay path falls under reg2reg.
- STA lists the startpoint of the worst hold path as start_detected_q.
- Hold analysis shows the worst path with a depth of 2.
- The run gives the end of the worst hold path as start_detected_q.

Die:
- The run puts the floorplan die area at 10,000 um^2.
- The run puts the placeable core area at 6277 um^2.
- According to the floorplan report, the die height is 100 um.
- The run puts the die width at 100 um.
- The run gives the number of rows in the core area as 29.
- According to the I/O placement log, the pin count is 19.
- The run gives the starting density of the core as 18.82%.

Placement:
- The final weighted congestion recorded by global placement is 0.8556.
- The run gives the number of buffers inserted by port buffering as 18.
- The run puts the detailed placement HPWL at 2107 um.

Global route:
- The run gives the wire length of the first global-routing pass as 4629 um.
- The via count of the first global-routing pass was 902.
- The run puts the number of antenna violations at the first check in global routing at 1.
- Entering global routing, the biggest net connects 18 pins.
- The run puts the global routing usage summed across all routing layers at 5.527%.
- The run gives the overflow left after global routing as 0.

Pwr:
- The run puts the leakage power total at 0.4737 nW.
- The run puts the largest vdd supply drop at 134.8 uV.
- The run gives the power density over cell area as 332.6 nW/um^2.

Run:
- The run puts the number of maximum-capacitance violations at 0.
- The run puts the total tool warning count at 28.

Status:
- The run finished with clean final reports.
## metrics by stage
stage	hold WS [ns]	power, mW	instance area [um^2]	worst slack [ns]	instances
finish	0.4797	0.4914	1478	0.3859	227
detailed placement	0.4703	0.3240	1429	0.3857	222
CTS	0.4858	0.4994	1475	0.3812	226
global placement	0.4644	0.3239	1429	0.4121	222
global route	0.5207	0.5141	1475	0.3000	226
floorplan	0.4345	0.3077	1181	1.475	132
## worst max path at each step
stage                   to   startpoint
finish        data_produce  trigger_end
global route  data_produce  trigger_end
CTS           data_produce  trigger_end
## cell usage after synthesis, types with 4 or more instances
cell type	instances
or2_2	6
a21oi_1	8
dfxtp_1	23
nand3_1	4
inv_1	8
nor2_1	6
ha_1	5
mux2i_1	8
nand2b_1	9
nand2_1	9
nor3_1	6
## worst max-delay path, cell delays in order
cell	delay [ns]
clkdlybuf4s50_1	0.47
or3_1	0.43
nor3_1	0.19
clkdlybuf4s50_1	0.50
## logic make-up after synthesis
family                     Yosys count
AOI/OAI and AO/OA                   27
DFF                                 23
adders and majority gates            5
buffers and inverters               14
muxes                                8
and+or+nand+nor                     55
## power breakdown
group	leakage, nW	total, mW	internal, mW	switching (mW)
sequential	0.187	0.287	0.280	0.00654
clock	0.0255	0.174	0.0842	0.0902
combinational	0.262	0.0300	0.0180	0.0120
## per-layer routing
metal,vias up,track usage (%),routed length [um]
li1,516,-,-
met1,437,8.416,1358
met2,16,7.218,1117
met3,2,2.012,206
met4,0,1.196,61
met5,-,0,0
## placed cells by master, fill, tap and decap left out, types with 2 or more instances in the layout
cell,count
a31oi_1,2
mux2i_1,8
nand2_1,9
nor3_1,6
inv_1,8
nand4b_1,2
dfxtp_1,23
nor2_1,6
nand4_1,2
a21oi_1,8
nand3_1,4
nand2b_2,2
clkdlybuf4s50_1,18
or3_1,2
or2_2,6
nand2b_1,9
ha_1,5
o211ai_1,2
clkbuf_8,3
## final cells by class
class | count | area, um^2 | share of cell area (%)
clock inverters | 1 | 5.005 | 0.3387
flip-flops and latches | 23 | 460.4 | 31.16
inverters | 8 | 30.03 | 2.032
diodes | 1 | 2.502 | 0.1693
multi-input cells | 95 | 654.4 | 44.28
clock buffers | 3 | 41.29 | 2.794
well taps | 77 | 96.34 | 6.520
repair buffers | 19 | 187.7 | 12.70
Power is estimated from default activity; no workload was simulated.
