<file path="flow/run.sh">
#!/bin/bash
# OpenROAD 26Q1-2900-gdf79404cd8, Yosys 0.63+post, stock flow scripts
make -C /OpenROAD-flow-scripts/flow DESIGN_CONFIG=/design/flow/config.mk WORK_HOME=/design/flow/orfs finish
</file>
<file path="flow/config.mk">
export PLATFORM = sky130hd
export DESIGN_NAME = data
export DESIGN_NICKNAME = data
export VERILOG_FILES = /design/flow/design.v
export SDC_FILE = /design/flow/constraint.sdc
export NUM_CORES = 4
export LEC_CHECK = 1
export CORE_UTILIZATION = 30
</file>
<file path="flow/constraint.sdc">
current_design data

set clk_period 6.5
set clk_io_pct 0.2

create_clock -name clk0 -period $clk_period [get_ports {clock}]

set non_clock_inputs [all_inputs -no_clocks]
set_input_delay [expr $clk_period * $clk_io_pct] -clock clk0 $non_clock_inputs
set_output_delay [expr $clk_period * $clk_io_pct] -clock clk0 [all_outputs]
</file>
<file path="flow/design.v">
typedef struct packed {
    reg [7:0] pll_errors;
    reg [7:0] test;
    reg [9:0] frame_counter;
    reg [7:0] pll_status;
    reg [7:0] id_check_high;
    reg [7:0] id_check_low;
    reg [7:0] chip_revision;
    reg [7:0] vic_detected;
    reg [7:0] vic_to_rx;
    reg [7:0] misc_data;
    reg [7:0] cts1_status;
    reg [7:0] cts2_status;
    reg [7:0] cts3_status;
    reg [7:0] max_cts1_status;
    reg [7:0] max_cts2_status;
    reg [7:0] max_cts3_status;
    reg [7:0] summary_cts1_status;
    reg [7:0] summary_cts2_status;
    reg [7:0] summary_cts3_status;
    reg [7:0] summary_summary_cts3_status;
    reg [7:0] restart_count;
    reg [7:0] hdmi_int_count;
    reg [7:0] hdmi_int_processed_count;
    reg [7:0] not_ready_count;
    reg [7:0] resync_count;
} DebugData;
typedef struct packed {
    reg a;            
    reg b;            
    reg x;            
    reg y;            
    reg up;           
    reg down;         
    reg left;         
    reg right;        
    reg start;        
    reg ltrigger;     
    reg rtrigger;     
    reg trigger_osd;  
} ControllerData;
typedef struct packed {
    reg [11:0] horizontal_pixels_per_line;   
    reg [11:0] horizontal_pixels_visible;    
    reg [11:0] horizontal_sync_start;        
    reg [11:0] horizontal_sync_width;        
    reg horizontal_sync_on_polarity;         
    reg [10:0] vertical_lines;               
    reg [10:0] vertical_lines_240p;          
    reg [10:0] vertical_lines_visible;       
    reg [10:0] vertical_sync_start;          
    reg [10:0] vertical_sync_width;          
    reg vertical_sync_on_polarity;           
    reg [9:0] horizontal_offset;             
    reg [9:0] vertical_offset;               
    reg [11:0] horizontal_capture_start;     
    reg [11:0] horizontal_capture_end;       
    reg [10:0] vertical_capture_start;       
    reg [10:0] vertical_capture_end;         
    reg [11:0] osd_bg_offset_x_start;        
    reg [11:0] osd_bg_offset_x_end;          
    reg [10:0] osd_bg_offset_y_start;        
    reg [10:0] osd_bg_offset_y_end;          
    reg [11:0] osd_text_x_start;             
    reg [11:0] osd_text_x_end;               
    reg [10:0] osd_text_y_start;             
    reg [10:0] osd_text_y_end;               
    reg [11:0] text_offset_character_x;      
    reg [10:0] text_offset_character_y;      
    reg [14:0] buffer_line_length;           
    reg [14:0] ram_numwords;                 
    reg pixel_repetition;                    
    reg [7:0] adv_reg_17;                    
    reg [7:0] adv_reg_3b;                    
    reg [7:0] adv_reg_3c;                    
    reg [31:0] startup_delay;                
    reg [31:0] pixel_clock;                  
    reg [31:0] divider;
} HDMIVideoConfig;
typedef struct packed {
    reg [3:0] ICS644_settings_p;
    reg [3:0] ICS644_settings_i;
    reg [9:0] p_horizontal_capture_start;
    reg [9:0] p_horizontal_capture_end;
    reg [9:0] p_vertical_capture_start;
    reg [9:0] p_vertical_capture_end;
    reg [9:0] i_horizontal_capture_start;
    reg [9:0] i_horizontal_capture_end;
    reg [9:0] i_vertical_capture_start;
    reg [9:0] i_vertical_capture_end;
    reg [7:0] buffer_size;          
    reg [14:0] ram_numwords;        
    reg [14:0] trigger_address_p;   
    reg [14:0] trigger_address_i;   
    reg [14:0] buffer_line_length;  
} DCVideoConfig;
typedef struct packed {
    reg[8:0] intensity;  
    reg thickness;       
    reg oddeven;         
    reg active;          
} Scanline;
module data(
    input clock,
    input reset,
    input [11:0] indata,
    input _hsync,
    input _vsync,
    input line_doubler,
    input generate_video,
    input generate_timing,
    output [7:0] red,
    output [7:0] green,
    output [7:0] blue,
    output [11:0] counterX,
    output [11:0] counterY,
    output add_line,
    output resync
);
    reg hsync_reg;
    reg vsync_reg;
    reg [7:0] red_reg_buf;
    reg [7:0] red_reg;
    reg [7:0] green_reg_buf;
    reg [7:0] green_reg;
    reg [7:0] blue_reg;
    reg [11:0] raw_counterX_reg = 0;
    reg [11:0] counterX_reg;
    reg [11:0] counterX_reg_q;
    reg [11:0] raw_counterY_reg = 0;
    reg [11:0] counterY_reg;
    reg [11:0] counterY_reg_q;
    reg [9:0] VISIBLE_AREA_HSTART;
    reg [9:0] VISIBLE_AREA_VSTART;
    reg [9:0] VISIBLE_AREA_WIDTH;
    reg [9:0] VISIBLE_AREA_HEIGHT;
    reg add_line_reg = 0;
    reg resync_reg = 0;
    initial begin
        raw_counterX_reg <= 0;
        raw_counterY_reg <= 0;
        add_line_reg <= 0;
        resync_reg <= 0;
    end
    always @(*) begin
        if (line_doubler) begin
            if (add_line) begin
                VISIBLE_AREA_HSTART = 10'd347;
                VISIBLE_AREA_VSTART = 10'd18;
                VISIBLE_AREA_WIDTH  = 10'd643;
                VISIBLE_AREA_HEIGHT = 10'd504;
            end else begin
                VISIBLE_AREA_HSTART = 10'd327;
                VISIBLE_AREA_VSTART = 10'd18;
                VISIBLE_AREA_WIDTH  = 10'd643;
                VISIBLE_AREA_HEIGHT = 10'd504;
            end
        end else begin
            VISIBLE_AREA_HSTART = 10'd257;
            VISIBLE_AREA_VSTART = 10'd40;
            VISIBLE_AREA_WIDTH  = 10'd720;
            VISIBLE_AREA_HEIGHT = 10'd480;
        end
    end
    always @(posedge clock) begin
        if (generate_timing) begin
            if (raw_counterX_reg < 1716 - 1) begin
                raw_counterX_reg <= raw_counterX_reg + 1'b1;
            end else begin
                raw_counterX_reg <= 0;
                if (raw_counterY_reg < 525 - 1) begin
                    raw_counterY_reg <= raw_counterY_reg + 1'b1;
                end else begin
                    raw_counterY_reg <= 0;
                end
            end
        end else begin
            hsync_reg <= _hsync;
            vsync_reg <= _vsync;
            if (hsync_reg && !_hsync) begin
                raw_counterX_reg <= 0;
                if (vsync_reg && !_vsync) begin
                    if (raw_counterY_reg == 262 || raw_counterY_reg == 524) begin
                        resync_reg <= 0;
                    end else begin
                        resync_reg <= 1;
                    end
                    if (raw_counterY_reg == 262) begin
                        add_line_reg <= 1'b1;
                    end else begin
                        add_line_reg <= 1'b0;
                    end
                    raw_counterY_reg <= 0;
                end else begin
                    raw_counterY_reg <= raw_counterY_reg + 1'b1;
                end
            end else begin
                raw_counterX_reg <= raw_counterX_reg + 1'b1;
            end
        end
        if (raw_counterX_reg == VISIBLE_AREA_HSTART) begin
            counterX_reg <= 0;
            if (raw_counterY_reg == VISIBLE_AREA_VSTART) begin
                counterY_reg <= 0;
            end else begin
                counterY_reg <= counterY_reg + 1'b1;
            end
        end else begin
            counterX_reg <= counterX_reg + raw_counterX_reg[0];
        end
        if (counterX_reg >= 0 && counterX_reg < VISIBLE_AREA_WIDTH 
         && counterY_reg >= 0 && counterY_reg < VISIBLE_AREA_HEIGHT) begin
            if (generate_video) begin
                if (~raw_counterX_reg[0]) begin
                    if (counterX_reg[5] ^ counterY_reg[5]) begin
                        red_reg <= 8'd255;
                        green_reg <= 8'd255;
                        blue_reg <= 8'd255;
                    end else begin
                        red_reg <= 8'd0;
                        green_reg <= 8'd0;
                        blue_reg <= 8'd0;
                    end
                end
            end else begin
                if (raw_counterX_reg[0]) begin
                    red_reg_buf <= indata[11:4];
                    green_reg_buf[7:4] <= indata[3:0];
                end else begin
                    red_reg <= red_reg_buf;
                    green_reg <= { green_reg_buf[7:4], indata[11:8] };
                    blue_reg <= indata[7:0];
                end
            end
        end else begin
            red_reg <= 8'd0;
            green_reg <= 8'd0;
            blue_reg <= 8'd0;
        end
        counterX_reg_q <= counterX_reg;
        counterY_reg_q <= counterY_reg;
    end
    assign counterX = counterX_reg_q;
    assign counterY = counterY_reg_q;
    assign red = red_reg;
    assign green = green_reg;
    assign blue = blue_reg;
    assign add_line = add_line_reg;
    assign resync = resync_reg;
endmodule
</file>
==> impl_metrics.py <==
# Auto-generated metrics
metrics = {
    "critical_path": {
        "cp_max_fo": 25,
        "reg2reg_from": "counterX_reg[6]",
        "worst-r2r-cell-count": 7,
        "startpoint": "line_doubler",
        "r2r_slack_ns": 4.22,
        "r2r_end": "green_reg_buf[5]",
        "crit_path_start_kind": "primary input",
        "arrival_ns": 3.94,
        "crit_type": "primary input to flop",
        "endpoint_kind": "flop",
        "cp_data_required_time_ns": 6.54,
        "crit_end": "green_reg_buf[5]",
    },
    "clock_tree": {
        "cts_setup_buffers": 0,
        "clockBufferDepth": 2,
        "cts.sink_count": 112,
        "clkTransAtPathRegs_ns": 0.07,
        "ctsHoldBuffers": 0,
        "cts_tree": "done",
        "htree_levels": 3,
        "ctsResizeCount": 0,
        "clk_latency_ns": 0.35,
        "clockRootBuffer": "clkbuf_16",
        "cts-buffers-inserted": 9,
    },
    "timing": {
        "setup_ws_ns": 2.60,
        "relSlewSlack_pct": 50.8,
        "holdWs_ns": 0.381,
        "clock-skew-final_ns": 0.00894,
        "rsz0062_at_grt": "false",
        "period_minus_slack_ns": 3.90,
        "finalCritPeriodShare_pct": 59.9,
        "fmax_mhz": 257,
        "tightest_slew_ns": 0.737,
        "finalMaxSlewViolations": 0,
        "final_hold_viol_count": 0,
        "setup_viol": 0,
        "tns_ns": 0,
    },
    "grt": {
        "grt_pass1_wl_mm": 15.4,
        "overflow": 0,
        "grt_antenna_before_repair": 0,
        "busiest_layer": "met1",
        "met1_usage_pct": 17.9,
        "use_met3_pct": 4.85,
        "grt_pass1_vias": 3096,
        "grt_start_max_net_pins": 32,
        "track_usage_pct": 12.0,
        "met2_usage_pct": 17.3,
    },
    "routing": {
        "drc_errors": 0,
        "num_vias": 3247,
        "drtIter0Drc": 161,
        "antenna_left": 0,
        "drt-vias-per-instance": 4.59,
        "wire_per_inst_um": 12.7,
        "first_pass_iters": 4,
        "routed_wl_mm": 9.02,
        "n_antenna_cell": 0,
    },
    "placement": {
        "dpl_worst_slack_ns": 2.20,
        "dp_hpwl_mm": 6.05,
        "gp_congestion": 0.800,
        "placedCellCount": 692,
        "port_buffers": 67,
    },
    "worst_hold_path": {
        "hold_start": "counterX_reg[0]",
        "hp-class": "flop to flop",
    },
    "run": {
        "max_cap_viol_count": 0,
        "tool_warnings": 28,
    },
    "yosys": {
        "postSynth.asyncResetShare_pct": 0,
        "syn_avg_cell_area_um2": 11.1,
        "ys_ff": 112,
        "yosys_cells": 430,
        "yosys_area_um2": 4780,
        "synth_warnings": 1,
        "dominantRegCellSynth": "dfxtp_1",
        "synth.distinct_cells": 47,
        "synth-edff-count": 40,
        "syn_inst": 430,
        "syn-cell-area_um2": 4780,
        "ys_seq_share_pct": 55.3,
    },
    "die": {
        "dieHeight_um": 128,
        "core_um2": 15400,
        "io_pins": 69,
        "fp-utilization_pct": 31.1,
        "die_width_um": 128,
        "chipArea_um2": 16400,
        "fp-row-count": 45,
    },
    "pwr": {
        "finalPower_w": 0.00170,
        "power_leakage_nw": 1.98,
        "p_per_area_nw_per_um2": 287,
        "ir_drop_uv": 154,
    },
    "layout": {
        "num-fill-cells": 1447,
        "register_area_um2": 2640,
        "drive_above_1_share_pct": 9.86,
        "comb_area_um2": 1900,
        "fin_cells": 708,
        "syn2layout_area_growth_pct": 24.1,
    },
    "run_status": {
        "status": "finished, final reports clean",
    },
}
==> Yosys cell counts, drive strengths merged, types with 12 or more instances <==
cell | number | area share (%)
nand4 | 12 | 1.6
dfxtp | 72 | 30
a21oi | 28 | 3.0
nand2 | 13 | 1.0
inv | 35 | 2.7
xor2 | 24 | 4.4
nand3 | 17 | 1.8
nor2 | 52 | 4.1
edfxtp | 40 | 25
xnor2 | 18 | 3.3
a2111oi | 25 | 8.0
buf | 12 | 1.7
==> cell usage in the layout (no fill, tap or decap), types with 3 or more instances in the layout <==
cell type / instances
and3_1: 5
clkbuf_1: 3
nand4_1: 12
nor3_1: 11
nor2b_1: 6
a21oi_1: 27
a2111oi_4: 3
edfxtp_1: 40
inv_1: 35
a2111oi_0: 5
ha_1: 11
dfxtp_1: 72
xor2_1: 24
clkdlybuf4s50_1: 67
clkbuf_16: 9
nor4_1: 3
nand3_1: 17
and4_1: 5
nand2_1: 13
buf_4: 7
xnor2_1: 18
nor2_1: 52
a2111oi_2: 17
==> worst max-delay path, cell delays in order <==
cell and delay, ns:
clkdlybuf4s50_1 0.85, inv_1 0.18, ha_1 0.36, a2111oi_4 0.37, o21ai_4 0.09, buf_4 0.27
nor4b_2 0.25, buf_4 0.25
==> power by group <==
part           internal [W]  switching [W]  leakage, nW
Sequential         0.000813      0.0000893        0.964
Clock              0.000261       0.000241        0.125
Combinational      0.000160       0.000139        0.892
Total               0.00123       0.000470         1.98
==> cells by family after synthesis <==
logic type,share of synthesized area [%]
adders and majority gates,2.88
AOI/OAI and AO/OA,13.4
xor gates and xnor gates,7.70
and+or+nand+nor,15.3
buffers and inverters,5.37
DFF,55.3
==> through the flow <==
stage	area [um2]	utilization [%]
after global routing	5930	38.6
after global placement	5670	36.9
after CTS	5930	38.6
after detailed placement	5670	36.9
after floorplan	4780	-
final	5930	38.6
==> how the worst min path moves through the flow <==
stage | slack (ns) | endpoint | cells past startpoint
after global routing | 0.40 | counterX_reg_q[0] | 0
final | 0.38 | counterX_reg_q[0] | 0
after CTS | 0.38 | counterX_reg_q[0] | 0
==> area by class of cell <==
| cell class | instances | share of cell area, % |
|---|---|---|
| multi-input combinational | 260 | 32.1 |
| clock buffer | 12 | 3.99 |
| inverter | 35 | 2.22 |
| clock inverter | 4 | 0.485 |
| tap | 211 | 4.45 |
| sequential | 112 | 44.6 |
| timing repair buffer | 74 | 12.2 |
==> metal layers <==
| layer | wire (um) | vias up |
|---|---|---|
| li1 | - | 1650 |
| met1 | 4250 | 1507 |
| met2 | 3880 | 80 |
| met3 | 769 | 10 |
| met4 | 121 | 0 |
| met5 | 0 | - |
Power and IR drop assume default switching activity.
